### design/flow/run.sh
#!/bin/bash
# OpenROAD 26Q1-2900-gdf79404cd8, Yosys 0.63+post, stock flow scripts
make -C /OpenROAD-flow-scripts/flow DESIGN_CONFIG=/design/flow/config.mk WORK_HOME=/design/flow/orfs finish
### design/flow/config.mk
export PLATFORM = sky130hd
export DESIGN_NAME = weight_read_addr_gen
export DESIGN_NICKNAME = weight_read_addr_gen
export VERILOG_FILES = /design/flow/design.v
export SDC_FILE = /design/flow/constraint.sdc
export NUM_CORES = 4
export LEC_CHECK = 1
export CORE_UTILIZATION = 40
### design/flow/constraint.sdc
current_design weight_read_addr_gen

set clk_period 11.3
set clk_io_pct 0.2

create_clock -name clk0 -period $clk_period [get_ports {clk}]

set non_clock_inputs [all_inputs -no_clocks]
set_input_delay [expr $clk_period * $clk_io_pct] -clock clk0 $non_clock_inputs
set_output_delay [expr $clk_period * $clk_io_pct] -clock clk0 [all_outputs]
### design/flow/design.v
module weight_read_addr_gen
#(
  parameter COUNTER_WIDTH = 32,
  parameter NUM_PARAMS = 8,
  parameter BANK_ADDR_WIDTH = 8
)(
  input clk,
  input rst_n,
  input addr_enable,
  output [BANK_ADDR_WIDTH - 1 : 0] addr,
  input config_enable,
  input [COUNTER_WIDTH*NUM_PARAMS - 1 : 0] config_data
);
  reg [COUNTER_WIDTH - 1 : 0] config_FX, config_FY, config_IC1, config_OC1;
  always @ (posedge clk) begin
    if (rst_n) begin
      if (config_enable) begin
        {config_FX, config_FY, config_IC1, config_OC1} <= config_data;
      end
    end else begin
      {config_FX, config_FY,  config_IC1, config_OC1} <= 0;
    end
  end
  reg [COUNTER_WIDTH - 1 : 0] fx, fy, ic1, oc1;
  wire [COUNTER_WIDTH - 1 : 0] addrc;
  always @ (posedge clk) begin
    if (rst_n) begin
      if (addr_enable) begin
        fx <=  (fx == config_FX - 1) ?
          0 : fx + 1;
        fy <=  (fx == config_FX - 1) ?
        ((fy == config_FY - 1) ? 0 :fy + 1) : fy;
        ic1  <= ((fx == config_FX - 1) && (fy == config_FY - 1)) ?
        ((ic1 == config_IC1 - 1) ? 0 : ic1 + 1) : ic1;
        oc1  <= ((fx == config_FX - 1) && (fy == config_FY - 1) && (ic1 == config_IC1 - 1)) ?
        ((oc1 == config_OC1 - 1) ? 0 : oc1 + 1) : oc1;
      end
    end else begin
      fx <= 0;
      fy <= 0;
      ic1 <= 0;
      oc1 <= 0;
    end
  end
  assign addrc = (oc1 * config_IC1 * config_FY * config_FX) + (ic1 * config_FY * config_FX) + (fy * config_FX) + fx;
  assign addr = addrc[BANK_ADDR_WIDTH - 1 : 0];
endmodule
==> impl_metrics.env <==
# physical design summary
export IMPL_wl_um=58020
export IMPL_critical_path_top_cell_by_count="sky130_fd_sc_hd__fa_1"
export IMPL_netSwitchingPower_mw=0.6613
export IMPL_failed_checks="setup timing"
export IMPL_cap_viol_max_count=0
export IMPL_final_layout_top_logic_cells="250 x sky130_fd_sc_hd__dfxtp_1, 201 x sky130_fd_sc_hd__nor2_1, 195 x sky130_fd_sc_hd__xnor2_1"
export IMPL_cts_path_max_buffers=3
export IMPL_setup_repair_after_global_routing_missed_its_margin="yes"
export IMPL_overall_track_demand_over_capacity_in_global_routing=0.2190
export IMPL_whs_ns=0.5086
export IMPL_number_of_antenna_violations_at_the_first_check_in_global_routing=1
export IMPL_worst_slew_pin_slew_ns=1.008
export IMPL_cts_root_buf="sky130_fd_sc_hd__clkbuf_16"
export IMPL_syn_area_per_cell_um2=8.479
export IMPL_yosys_most_used_dff="sky130_fd_sc_hd__dfxtp_1"
export IMPL_globalplace_congestion=0.9465
export IMPL_internal_power_mw=1.726
export IMPL_finalCritPeriodShare=1.154
export IMPL_ys_area_um2=21530
export IMPL_n_antenna_cell=0
export IMPL_yosys_top_cells_area="sky130_fd_sc_hd__dfxtp_1 24%, sky130_fd_sc_hd__fa_1 8.4%, sky130_fd_sc_hd__xnor2_1 8.1%, sky130_fd_sc_hd__ha_1 6.7%, sky130_fd_sc_hd__xor2_1 6.6%"
export IMPL_stdcell_count=3377
export IMPL_async_reset_ff_frac=0
export IMPL_fin_tns_setup_ns=-4.252
export IMPL_fp_coreArea_um2=52870
export IMPL_log_warning_count=157
export IMPL_io_buffers=139
export IMPL_worst_max_slew_margin_expressed_relative_to_the_limit=0.3103
export IMPL_wire_length_of_the_first_global_routing_pass_um=92520
export IMPL_hold_path_class="reg -> reg"
export IMPL_die_width_um=234.0
export IMPL_fmaxAchievable_mhz=76.68
export IMPL_sequential_cell_area_um2=5137
export IMPL_chip_area_um2=54750
export IMPL_placedCellCount=3312
export IMPL_seq_power_share=0.410
export IMPL_routed_wire_length_per_instance_um=17.18
export IMPL_yosys_register_bits=256
export IMPL_cts_tree="yes"
export IMPL_post_synth_instance_area_um2=21530
export IMPL_powerDensity_nw_per_um2=94.21
export IMPL_setup_violations_final=4
export IMPL_synth_warning_count=1
export IMPL_overall_overflow_remaining_after_global_route=0
export IMPL_power_switching_fraction=0.2771
export IMPL_drive_above_1_share=0.08553
export IMPL_period_minus_slack_ns=13.04
export IMPL_core_rowCount=84
export IMPL_dp_hpwl_um=43950
export IMPL_clock_latency_ns=0.58
export IMPL_number_of_synthesized_flops_with_an_enable_pin=0
export IMPL_clock_sinks=256
export IMPL_cp_end_kind="primary output"
export IMPL_final_hold_viol_count=0
export IMPL_endpoint_required_time_on_the_critical_path_ns=9.04
export IMPL_clk_pin_slew_ns=0.06
export IMPL_outcome="finished, violations left"
export IMPL_cp_slowest_stage_delay_ns=0.56
export IMPL_p_clk_frac=0.430
export IMPL_power_share_combinational=0.160
export IMPL_path_class="reg -> out"
export IMPL_route_vias_total=17820
export IMPL_final_max_slew_viol_count=0
export IMPL_area_growth_syn_to_layout_pct=17.68
export IMPL_p_leak_nw=10.44
export IMPL_drtIter0Drc=1006
export IMPL_synth_cells_yosys=2539
export IMPL_die_height_um=234.0
export IMPL_critical_path_slowest_cell="sky130_fd_sc_hd__fa_1"
export IMPL_grt_start_max_net_pins=55
export IMPL_fin_ws_ns=-1.741
export IMPL_fin_worst_skew_ns=0.01302
export IMPL_drc_errors=0
export IMPL_io_pins=268
export IMPL_final_common_cell="sky130_fd_sc_hd__dfxtp_1"
export IMPL_cts_htree_levels=1
export IMPL_cts_inserted_buffers=31
export IMPL_layout_area_comb_um2=15670
export IMPL_synthesis_instances=2539
export IMPL_critPathArrivalTime_ns=10.78
export IMPL_crit_fanout=2
export IMPL_irDropWorstVdd_uv=105.3
export IMPL_synth_cell_types=79
export IMPL_dpl_worst_slack_ns=-1.762
export IMPL_cp_start_kind="flip-flop"
export IMPL_floorplanUtilization=0.4072
export IMPL_grt_pass1_vias=17110
export IMPL_hold_buffers=0
export IMPL_synthDominantAreaCellType="sky130_fd_sc_hd__dfxtp_1"
export IMPL_max_area_cell_share=0.2381
export IMPL_drtPass1Iterations=7
export IMPL_seq_area_frac_synth=0.2381
export IMPL_nFillCells=4906
export IMPL_vias_per_cell=5.277
export IMPL_drt_antenna_violating_nets=0
==> through the flow <==
stage / cell area (um2) / utilization / power [mW]
finish: 25330 / 0.4792 / 2.387
global route: 25330 / 0.4792 / 2.489
CTS: 25230 / 0.4772 / 2.415
detailed placement: 24010 / 0.4541 / 1.377
global placement: 24010 / 0.4541 / 1.373
floorplan: 21680 / - / 1.238
==> layout make-up <==
class / instances / share of cell area
clock buffer: 44 / 0.03492
clock inverter: 14 / 0.006618
inverter: 142 / 0.02104
multi-input combinational: 2001 / 0.6184
sequential: 256 / 0.2028
tap: 688 / 0.03398
timing repair buffer: 232 / 0.08223
==> logic make-up after synthesis <==
| group | share of synthesized area |
|---|---|
| AND-OR/OR-AND | 0.05789 |
| flip-flops | 0.2381 |
| XOR/XNOR | 0.1494 |
| AND/OR/NAND/NOR | 0.2876 |
| buffers and inverters | 0.05080 |
| multiplexers | 0.06521 |
| adder cells (fa/ha/maj) | 0.1511 |
==> critical path, delay by kind of cell (launching register included) <==
| family | cells | cell delay, ns |
|---|---|---|
| buffers and inverters | 6 | 0.34 |
| XOR/XNOR | 9 | 1.36 |
| AND/OR/NAND/NOR | 3 | 0.27 |
| flip-flops | 1 | 0.35 |
| adder cells (fa/ha/maj) | 19 | 7.91 |
==> per-layer routing <==
metal	GRT usage	vias up	share of wire
met1	0.3301	8422	0.48
met3	0.04481	55	0.056
li1	-	8972	-
met5	0	-	0.00022
met4	0.02942	2	0.015
met2	0.3379	369	0.44
==> cell usage after synthesis, types with 91 or more instances <==
cell                         n
sky130_fd_sc_hd__clkbuf_1  119
sky130_fd_sc_hd__mux2i_1   138
sky130_fd_sc_hd__inv_1     141
sky130_fd_sc_hd__dfxtp_1   256
sky130_fd_sc_hd__xor2_1    163
sky130_fd_sc_hd__ha_1      116
sky130_fd_sc_hd__nor2_1    204
sky130_fd_sc_hd__xnor2_1   199
sky130_fd_sc_hd__nand2_1   130
sky130_fd_sc_hd__nand4_1    91
sky130_fd_sc_hd__and2_1    124
sky130_fd_sc_hd__nor2b_1   144
==> flip-flops by register name, summed over array words and instances (netlist names) <==
| signal | flops |
|---|---|
| config_OC1 | 32 |
| fy | 32 |
| ic1 | 32 |
| config_FX | 32 |
| oc1 | 32 |
| config_FY | 32 |
| fx | 32 |
| config_IC1 | 32 |
==> path summary, 6_finish.rpt <==
kind         slack, ns  cells after the start    startpoint       to
max              -1.74                     37        oc1[0]  addr[7]
max reg2reg       5.93                     13  config_FY[1]   oc1[9]
min reg2reg       0.51                      2        fy[13]   fy[13]
min               0.51                      2        fy[13]   fy[13]
==> power by group through the flow <==
stage | registers, mW | logic, mW | clock network (mW)
global route | 0.984 | 0.417 | 1.09
finish | 0.979 | 0.381 | 1.03
CTS | 0.979 | 0.381 | 1.06
==> timing repair <==
action,4_1_cts,5_1_grt
setup buffers,6,1
endpoints found under the setup margin,4,4
pin swaps,39,22
gates resized,26,24
Power figures rest on the tool's default switching activity, not on a simulated workload.
