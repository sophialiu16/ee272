$ cat flow/config.mk
export PLATFORM = sky130hd
export DESIGN_NAME = accum_out_read_addr_gen
export DESIGN_NICKNAME = accum_out_read_addr_gen
export VERILOG_FILES = /design/flow/design.v
export SDC_FILE = /design/flow/constraint.sdc
export NUM_CORES = 4
export LEC_CHECK = 1
export CORE_UTILIZATION = 40
$ cat flow/constraint.sdc
current_design accum_out_read_addr_gen

set clk_period 14.7
set clk_io_pct 0.2

create_clock -name clk0 -period $clk_period [get_ports {clk}]

set non_clock_inputs [all_inputs -no_clocks]
set_input_delay [expr $clk_period * $clk_io_pct] -clock clk0 $non_clock_inputs
set_output_delay [expr $clk_period * $clk_io_pct] -clock clk0 [all_outputs]
$ cat flow/design.v
module accum_out_read_addr_gen
#(
  parameter COUNTER_WIDTH = 32,
  parameter NUM_PARAMS = 8,
  parameter BANK_ADDR_WIDTH = 8
)(
  input clk,
  input rst_n,
  input addr_enable,
  output [BANK_ADDR_WIDTH - 1 : 0] addr,
  input config_enable,
  input [COUNTER_WIDTH*NUM_PARAMS - 1 : 0] config_data
);
  reg [COUNTER_WIDTH - 1 : 0] config_OX0, config_OY0, config_OC1;
  always @ (posedge clk) begin
    if (rst_n) begin
      if (config_enable) begin
        {config_OX0, config_OY0, config_OC1} <= config_data;
      end
    end else begin
      {config_OX0, config_OY0, config_OC1} <= 0;
    end
  end
  reg [COUNTER_WIDTH - 1 : 0] ox0, oy0, oc1;
  wire [COUNTER_WIDTH - 1 : 0] addrc;
  always @ (posedge clk) begin
    if (rst_n) begin
      if (addr_enable) begin
        ox0 <=  (ox0 == config_OX0 - 1) ?
          0 : ox0 + 1;
        oy0 <=  (ox0 == config_OX0 - 1) ?
          ((oy0 == config_OY0 - 1) ? 0 : oy0 + 1) : oy0;
        oc1  <= ((ox0 == config_OX0 - 1) && (oy0 == config_OY0 - 1)) ?
        ((oc1 == config_OC1 - 1) ? 0 : oc1 + 1) : oc1;
      end
    end else begin
      ox0 <= 0;
      oy0 <= 0;
      oc1 <= 0;
    end
  end
  assign addrc = oc1 * config_OX0 * config_OY0 + oy0 * config_OX0 + ox0;
  assign addr = addrc[BANK_ADDR_WIDTH - 1 : 0];
endmodule
$ cat flow/run.sh
#!/bin/bash
# OpenROAD 26Q1-2900-gdf79404cd8, Yosys 0.63+post, stock flow scripts
make -C /OpenROAD-flow-scripts/flow DESIGN_CONFIG=/design/flow/config.mk WORK_HOME=/design/flow/orfs finish
==> metrics.log <==
[report] implementation figures
INFO  metric run_status = finished clean
INFO  metric post_cts_resize_count = 0
INFO  metric fmax = 0.0827 GHz
INFO  metric drv_cap = 0
INFO  metric hold_path_depth = 2
INFO  metric post_route_fraction_of_the_period_consumed_by_the_critical_path = 82.3%
INFO  metric post-cts-setup-buffers = 0
INFO  metric floorplan.core_util = a little over 40%
INFO  metric cts.root.buffer_cell = clkbuf_16
INFO  metric antenna_found_initial = 1
INFO  metric placement.cell_area = 16,100 µm²
INFO  metric syn_inst = 1,764
INFO  metric worst_slew_pin_tran = 0.858 ns
INFO  metric detailedRoute.firstIterationViolations = between 600 and 700
INFO  metric synthesis.area_per_instance = roughly 8.4 µm²
INFO  metric route.detailed.wl_per_inst = between 15 and 20 µm
INFO  metric rsz_0062_raised_after_global_routing = false
INFO  metric rows = ~70
INFO  metric timing.hold.worst_endpoint = oy0[31]
INFO  metric fp.dieArea = around 38,000 µm²
INFO  metric cts_hold_buf = 0
INFO  metric ff2ff_path_depth = 14
INFO  metric mostFrequentLayoutCells = 192 x dfxtp_1, 153 x xnor2_1, 124 x nor2_1
INFO  metric hp-class = reg -> reg
INFO  metric warnings = between 150 and 200
INFO  metric worstReg2RegStart = config_OX0[1]
INFO  metric ff2ff_setup_slack = slightly below 10 ns
INFO  metric buffer_ports.inserted = 107
INFO  metric ys_cells = around 1,800
INFO  metric area_growth = 12.8%
INFO  metric max-slew-margin-rel = between 40% and 50%
INFO  metric tot_gr_track_use = a little under 20%
INFO  metric tritoncts = built
INFO  metric mostFrequentLayoutCell = dfxtp_1
INFO  metric critPathKind = reg -> out
INFO  metric critical-path-max-stage-delay = 0.77 ns
INFO  metric globalRoute.totalOverflow = 0
INFO  metric io-pin-count = between 200 and 300
INFO  metric ys_seq_share = 26.0%
INFO  metric final.setup_skew = ~0.012 ns
INFO  metric vdd.ir_drop.worst = between 0.08 and 0.09 mV
INFO  metric wl = between 30,000 and 40,000 µm
INFO  metric final.setup.worst_slack = between 2 and 3 ns
INFO  metric cp-end-kind = output port
INFO  metric grt_first_pass_wirelength = 59,600 µm
INFO  metric finalHoldViolCount = 0
INFO  metric fin_tns_setup = 0 ns
INFO  metric power = 1.23 mW
INFO  metric ys_flops = around 190
INFO  metric insertedDiodeCount = 0
INFO  metric edff_count_synth = 0
INFO  metric post_synth_num_cell_types = about 80
INFO  metric path_max_fanout = 17
INFO  metric power.leakage = between 6 and 7 nW
INFO  metric synth_area = between 10,000 and 15,000 µm²
INFO  metric ys.flop_type = dfxtp_1
INFO  metric yosys_area = 14,800 µm²
INFO  metric fin_area = about 17,000 µm²
INFO  metric cts_inserted_buffers = 17
INFO  metric layout-drive-gt1-share = under 10%
INFO  metric clk_path_buf_depth = 2
INFO  metric routabilityCongestion = 0.934
INFO  metric post_drt_via_cell_ratio = approximately 5.3
INFO  metric comb_area = ~10,000 µm²
INFO  metric powerDensity = ~74 nW/µm²
INFO  metric crit_arrival = slightly above 9 ns
INFO  metric worstPathRequired = roughly 12 ns
INFO  metric grt_max_degree = between 60 and 70
INFO  metric vias = approximately 12,000
INFO  metric die_height = about 190 µm
INFO  metric setup_violations = 0
INFO  metric startpoint_type = flip-flop
INFO  metric clk_latency = 0.45 ns
INFO  metric firstDrtPassIters = 7
INFO  metric min-delay-start = oy0[31]
INFO  metric final-max-slew-violation-count = 0
INFO  metric remaining_drc_errors = 0
INFO  metric critical_path.startpoint = config_OX0[3]
INFO  metric worstReg2RegEnd = ox0[14]
INFO  metric core_area = 36,500 µm²
INFO  metric clock-sinks = between 150 and 200
INFO  metric preCtsSetupSlack = ~3.1 ns
INFO  metric cts_max_level = 4
INFO  metric seq_area = a little under 4000 µm²
INFO  metric die.size.x = roughly 200 µm
INFO  metric num-fill-cells = between 3,000 and 4,000
INFO  metric route.antenna.remaining_nets = 0
INFO  metric synth-warning-count = 1
INFO  metric clk_pin_slew = ~0.07 ns
INFO  metric finalHoldWorstSlack = 0.504 ns
INFO  metric detailedPlacementHpwl = between 20,000 and 30,000 µm
INFO  metric fin_crit = 12.10 ns
INFO  metric synthArstFlopShare = 0%
INFO  metric first_global_vias = about 11,000
INFO  metric library_cell_contributing_the_largest_single_delay_on_the_critical_path = dfxtp_1
INFO  metric path_common_cell = fa_1
==> layer usage <==
layer  GRT usage, %  up-vias  routed length [µm]
met2           32.7      197               17200
met3           2.21       29                1050
li1               -     6183                   -
met5              0        -                  17
met4           2.91        2                 507
met1           29.3     5675               17500
==> logic make-up after synthesis <==
group	count (synthesis)	synth area share, %
simple gates	739	27.8
xor+xnor	217	12.8
buf+inv	210	5.44
flops	192	26.0
compound gates	187	8.78
fa+ha+maj	110	11.7
mux	109	7.40
==> worst max-delay path by stage <==
stage,slack [ns],end
final,2.60,addr[7]
after global routing,2.13,addr[7]
after CTS,2.51,addr[7]
==> per-stage QoR <==
step	util [%]	std cells
2_1_floorplan	-	1764
3_3_place_gp	44.1	2238
3_5_place_dp	44.1	2238
4_1_cts	45.7	2270
5_1_grt	45.7	2270
6_report	45.7	2270
==> area by class of cell <==
| class | count | share of cell area (%) |
|---|---|---|
| multi-input cells | 1362 | 60.8 |
| well taps | 468 | 3.51 |
| clock inverters | 12 | 0.809 |
| flip-flops and latches | 192 | 23.0 |
| clock buffers | 20 | 2.67 |
| repair buffers | 124 | 7.13 |
| inverters | 92 | 2.07 |
==> worst max-delay path: cells and delay by family (launching register included) <==
family / cells / cell delay, ns
DFF: 1 / 0.77
and+or+nand+nor: 2 / 0.28
adders and majority gates: 12 / 5.39
buffers and inverters: 4 / 0.66
xor gates and xnor gates: 9 / 1.63
==> Yosys cell counts (all sizes together), types with 38 or more instances <==
cell | instances | share of area [%]
dfxtp | 192 | 26
xnor2 | 153 | 9.1
nor2 | 124 | 3.1
nand2 | 116 | 2.9
mux2i | 106 | 7.2
nor2b | 103 | 4.4
clkbuf | 100 | 2.5
inv | 92 | 2.3
xor2 | 64 | 3.8
ha | 62 | 5.2
and2 | 54 | 2.3
nor4 | 54 | 2.5
nand3 | 49 | 1.7
fa | 48 | 6.5
a21oi | 47 | 1.6
nor3 | 43 | 1.5
nand4 | 39 | 1.7
o21ai | 39 | 1.3
or3 | 38 | 1.6
==> flip-flops by register name, summed over array words and instances, names as in the netlist <==
register	cells
ox0	32
config_OX0	32
oc1	32
config_OY0	32
oy0	32
config_OC1	32
==> power breakdown <==
group          switching (mW)  internal (mW)  total, mW
Combinational          0.0994         0.0975      0.197
Clock                   0.210          0.256      0.465
Sequential             0.0312          0.536      0.567
Total                   0.340          0.890       1.23
Power figures rest on the tool's default switching activity, not on a simulated workload.
