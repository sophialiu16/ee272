==> flow/design.v <==
module mac
#(
  parameter IFMAP_WIDTH = 16,
  parameter WEIGHT_WIDTH = 16,
  parameter OFMAP_WIDTH = 32
)(
  input clk,
  input rst_n,
  input enable,
  input weight_write_enable,
  input [IFMAP_WIDTH - 1 : 0] ifmap_in,
  input [WEIGHT_WIDTH - 1 : 0] weight_in,
  input [OFMAP_WIDTH - 1 : 0] ofmap_in,
  output [IFMAP_WIDTH - 1 : 0] ifmap_out,
  output [OFMAP_WIDTH - 1 : 0] ofmap_out
);
  reg [OFMAP_WIDTH - 1 : 0] ofmap_out_reg;
  reg [IFMAP_WIDTH - 1 : 0] ifmap_out_reg;
  reg [WEIGHT_WIDTH - 1 : 0] weight_in_reg;
  always_ff @(posedge clk, negedge rst_n) begin 
    if(~rst_n) begin 
      ofmap_out_reg <= 0;
    end 
    else if (enable) begin
      ofmap_out_reg <= ofmap_in + ifmap_in * weight_in_reg;
    end
  end 
  always_ff @(posedge clk, negedge rst_n) begin 
   if(~rst_n) begin 
      ifmap_out_reg <= 0;
   end 
   else if (rst_n & enable) begin
    	ifmap_out_reg <= ifmap_in;
    end
  end
  always_ff @(posedge clk, negedge rst_n) begin
    if(~rst_n) begin 
      weight_in_reg <= 0;
    end 
    else if (weight_write_enable) begin
    	weight_in_reg <= weight_in;
    end
  end
  assign ifmap_out = ifmap_out_reg;
  assign ofmap_out = ofmap_out_reg; 
endmodule
==> flow/run.sh <==
#!/bin/bash
# OpenROAD 26Q1-2900-gdf79404cd8, Yosys 0.63+post, stock flow scripts
make -C /OpenROAD-flow-scripts/flow DESIGN_CONFIG=/design/flow/config.mk WORK_HOME=/design/flow/orfs finish
==> flow/config.mk <==
export PLATFORM = sky130hd
export DESIGN_NAME = mac
export DESIGN_NICKNAME = mac
export VERILOG_FILES = /design/flow/design.v
export SDC_FILE = /design/flow/constraint.sdc
export NUM_CORES = 4
export LEC_CHECK = 1
export CORE_UTILIZATION = 30
==> flow/constraint.sdc <==
current_design mac

set clk_period 16.8
set clk_io_pct 0.2

create_clock -name clk0 -period $clk_period [get_ports {clk}]

set non_clock_inputs [all_inputs -no_clocks]
set_input_delay [expr $clk_period * $clk_io_pct] -clock clk0 $non_clock_inputs
set_output_delay [expr $clk_period * $clk_io_pct] -clock clk0 [all_outputs]
==> impl_metrics.py <==
# Physical implementation metrics
metrics = {
    "drt": {
        "met1_length_mm": 13.63,
        "avgViaCountPerCell": 4.614,
        "wl_mm": 32.40,
        "drt_pre_antenna_iters": 5,
        "postRouteAntennaNets": 0,
        "drt_iter0_drc": 391,
        "top_layer": "met5",
        "routed-wl-met3_mm": 2.843,
        "vias": 8855,
        "drc": 0,
        "dr_wl_met2_mm": 15.60,
        "avgRoutedWirePerCell_um": 16.89,
    },
    "layout": {
        "largest_reg_flops": 32,
        "area_growth_pct": 16.65,
        "drive_gt1_share_pct": 7.107,
        "num-fill-cells": 4031,
        "layout_top_cell": "inv_1",
        "lay_top_cells": "327 x inv_1, 225 x fa_1, 167 x nand2_1",
    },
    "global_routing": {
        "grt_antenna_before_repair": 1,
        "grt_pass1_wl_mm": 51.94,
        "overflow": 0,
        "grt_pass1_vias": 9379,
        "grt_util_all_layers_pct": 17.27,
        "grt_max_degree": 45,
    },
    "synth": {
        "ys_sh_aoi_pct": 6.559,
        "synth_area_per_cell_um2": 9.316,
        "synth_area_mm2": 0.01204,
        "ys_ff": 64,
        "ys_sh_simple_pct": 14.02,
        "synth-adder-area-share_pct": 47.71,
        "edf_count": 0,
        "synthCells": 1292,
        "logic_family": "adder cells",
        "ys_cells": 1292,
        "yosysWarnings": 1,
        "yosysChipArea_mm2": 0.01204,
        "ys_sh_mux_pct": 4.771,
        "xor_share_pct": 1.746,
        "ys_seq_share_pct": 13.31,
        "yosysUniqueCellTypes": 54,
        "async_flop_share_pct": 100.0,
        "flop_cell": "dfrtp_1",
    },
    "cts": {
        "cts_htree_levels": 3,
        "clk_pin_slew_ns": 0.06,
        "cts_hold_buf": 0,
        "post_cts_buffers": 0,
        "cts_tree": "done",
        "numCtsBuffers": 9,
        "cts_root_buf": "clkbuf_16",
        "cts_resized": 0,
        "worstSkewPairLatency_ns": 0.35,
        "clk_path_buf_depth": 2,
        "cts.sinks": 64,
    },
    "timing": {
        "setup_viol": 0,
        "fmax_ghz": 0.1033,
        "finalMaxSlewViolations": 0,
        "finalHoldViolCount": 0,
        "rsz0062_at_grt": "false",
        "finClkSkew_ns": 0.009812,
        "worst_pin_slew_ns": 0.9062,
        "max_slew_margin_pct": 39.40,
        "period_minus_slack_ns": 9.682,
        "fin_crit_sh_pct": 57.63,
        "fin_tns_setup_ns": 0,
    },
    "worst_setup_path": {
        "critPathKind": "input port to flop",
        "crit_start": "ifmap_in[7]",
        "critPathCaptureType": "flop",
        "worstPathArrival_ns": 9.91,
        "cp_max_fo": 17,
        "r2r-end": "ofmap_out_reg[23]$_DFFE_PN0P_",
        "cp_data_required_time_ns": 17.03,
        "r2r_slack_ns": 10.37,
        "cp-endpoint": "ofmap_out_reg[24]$_DFFE_PN0P_",
        "cp-start-kind": "input port",
        "reg2reg_from": "weight_in_reg[11]$_DFFE_PN0P_",
        "reg2reg_depth": 17,
    },
    "die": {
        "dieHeight_um": 202.3,
        "fp.dieW_um": 202.3,
        "row_count": 73,
        "fp.coreArea_mm2": 0.03964,
        "fp_util_pct": 30.36,
        "dieArea_mm2": 0.04093,
        "ioPinCount": 116,
    },
    "placement": {
        "io_buffers": 115,
        "dp_hpwl_mm": 25.52,
        "globalplace.congestion": 0.8950,
    },
    "min_path": {
        "hold_class": "flop to flop",
    },
    "run": {
        "warnings": 25,
        "cap_violations": 0,
    },
    "outcome": {
        "status": "finished, final reports clean",
    },
}
## critical path, cell delays in order
cell             delay [ns]
clkdlybuf4s50_1        1.04
nand2_1                0.17
fa_1                   0.57
inv_1                  0.05
fa_1                   0.50
inv_1                  0.05
fa_1                   0.52
inv_1                  0.05
fa_1                   0.45
fa_1                   0.49
inv_1                  0.05
fa_1                   0.47
inv_1                  0.04
ha_1                   0.38
nand2_1                0.17
o21ai_2                0.10
a2111oi_4              0.34
a21oi_2                0.14
o31a_1                 0.36
and4b_1                0.22
or3_1                  0.36
## metal layers
layer  track usage, %  up-vias
met5                0        -
met4            1.584        2
met3            6.228       28
met2            27.45      300
met1            24.14     4461
li1                 -     4064
## cell type report
type	count	area, µm²	area share [%]
clock inverters	6	45.04	0.3208
multi-input cells	854	9005	64.13
well taps	525	656.9	4.678
inverters	327	1227	8.742
flip-flops and latches	64	1602	11.41
clock buffers	10	229.0	1.631
diodes	1	2.502	0.01782
repair buffers	132	1274	9.071
## stage by stage
stage	utilization (%)	instances	setup slack [ns]	hold slack, ns	area [µm²]
after floorplan	-	1292	7.894	0.4296	12040
after global placement	34.72	1902	6.871	0.4831	13760
after detailed placement	34.72	1902	6.791	0.4801	13760
after CTS	35.41	1918	7.172	0.4991	14040
after global routing	35.41	1918	6.885	0.5225	14040
final	35.42	1919	7.118	0.4980	14040
## logic make-up after synthesis
logic type	after synthesis
compound gates	110
xor+xnor	24
fa+ha+maj	324
buf+inv	374
flops	64
mux	51
simple gates	345
## how the worst min path moves through the flow
stage,start,endpoint,slack (ns),cells past startpoint
after CTS,ofmap_out_reg[4]$_DFFE_PN0P_,ofmap_out_reg[4]$_DFFE_PN0P_,0.50,2
after global routing,ofmap_out_reg[4]$_DFFE_PN0P_,ofmap_out_reg[4]$_DFFE_PN0P_,0.52,2
final,ofmap_out_reg[12]$_DFFE_PN0P_,ofmap_out_reg[12]$_DFFE_PN0P_,0.50,2
## cells in the mapped netlist, types with 4 or more instances
master	n	share of area, %
inv_1	327	10
nor3_1	7	0.29
xnor2_1	14	1.0
dfrtp_1	64	13
clkbuf_1	38	1.2
buf_1	5	0.16
o21ai_0	20	0.83
nand4_1	5	0.26
mux2_2	51	4.8
nor2_1	21	0.65
and3_1	6	0.31
fa_1	225	37
a21oi_1	28	1.2
ha_1	99	10
and2_1	115	6.0
nand3_1	7	0.29
a21o_1	10	0.62
o21a_1	4	0.25
xor2_1	10	0.73
o21bai_1	8	0.50
a211oi_1	9	0.56
nand2_1	167	5.2
