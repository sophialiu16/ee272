## design/flow/constraint.sdc

```tcl
current_design input_read_addr_gen

set clk_period 18.4
set clk_io_pct 0.2

create_clock -name clk0 -period $clk_period [get_ports {clk}]

set non_clock_inputs [all_inputs -no_clocks]
set_input_delay [expr $clk_period * $clk_io_pct] -clock clk0 $non_clock_inputs
set_output_delay [expr $clk_period * $clk_io_pct] -clock clk0 [all_outputs]
```

## design/flow/config.mk

```make
export PLATFORM = sky130hd
export DESIGN_NAME = input_read_addr_gen
export DESIGN_NICKNAME = input_read_addr_gen
export VERILOG_FILES = /design/flow/design.v
export SDC_FILE = /design/flow/constraint.sdc
export NUM_CORES = 4
export LEC_CHECK = 1
export CORE_UTILIZATION = 50
```

## design/flow/design.v

```verilog
module input_read_addr_gen
#( 
  parameter COUNTER_WIDTH = 32,
  parameter NUM_PARAMS = 8,
  parameter BANK_ADDR_WIDTH = 8
)(
  input clk,
  input rst_n,
  input addr_enable,
  output [BANK_ADDR_WIDTH - 1 : 0] addr,
  input config_enable,
  input [COUNTER_WIDTH*NUM_PARAMS - 1 : 0] config_data
);
  reg [COUNTER_WIDTH - 1 : 0] config_OX0, config_OY0, config_FX, config_FY, 
    config_STRIDE, config_IX0, config_IY0, config_IC1;
  always @ (posedge clk) begin
    if (rst_n) begin
      if (config_enable) begin
        {config_OX0, config_OY0, config_FX, config_FY, 
          config_STRIDE, config_IX0, config_IY0, config_IC1} <= config_data; 
      end
    end else begin
      {config_OX0, config_OY0, config_FX, config_FY, 
        config_STRIDE, config_IX0, config_IY0, config_IC1} <= 0;
    end
  end
  reg [COUNTER_WIDTH - 1 : 0] ox0, oy0, fx, fy, ic1;
  wire [COUNTER_WIDTH - 1 : 0] ix0, iy0, addrc;
  always @ (posedge clk) begin
    if (rst_n) begin
      if (addr_enable) begin
        ox0 <=  (ox0 == config_OX0 - 1) ? 
          0 : ox0 + 1;
        oy0 <=  (ox0 == config_OX0 - 1) ? 
          ((oy0 == config_OY0 - 1) ? 0 : oy0 + 1) : oy0;
        fx  <= ((ox0 == config_OX0 - 1) && (oy0 == config_OY0 - 1)) ? 
          ((fx == config_FX - 1) ? 0 : fx + 1) : fx;
        fy  <= ((ox0 == config_OX0 - 1) && (oy0 == config_OY0 - 1) && (fx == config_FX - 1)) ? 
          ((fy == config_FY - 1) ? 0 : fy + 1) : fy;
        ic1 <= ((ox0 == config_OX0 - 1) && (oy0 == config_OY0 - 1) && (fx == config_FX - 1) && (fy == config_FY - 1)) ? 
          ((ic1 == config_IC1 - 1) ? 0 : ic1 + 1) : ic1;
      end
    end else begin
      ox0 <= 0;
      oy0 <= 0;
      fx <= 0;
      fy <= 0;
      ic1 <= 0;
    end
  end
  assign ix0 = config_STRIDE * ox0 + fx;
  assign iy0 = config_STRIDE * oy0 + fy;
  assign addrc = ic1 * config_IX0 * config_IY0 + iy0 * config_IX0 + ix0;
  assign addr = addrc[BANK_ADDR_WIDTH - 1 : 0];
endmodule
```

## design/flow/run.sh

```bash
#!/bin/bash
# OpenROAD 26Q1-2900-gdf79404cd8, Yosys 0.63+post, stock flow scripts
make -C /OpenROAD-flow-scripts/flow DESIGN_CONFIG=/design/flow/config.mk WORK_HOME=/design/flow/orfs finish
```

==> ci_impl_report.md <==
### Yosys + OpenROAD results

| Metric | Value |
|---|---|
| Status | `finished clean` |
| Clock tree sinks | `344` |
| Critical path fanouts, max | `13` |
| Starting DRC count in detailed routing | `968` |
| First-pass GRT wire length | `103000 um` |
| Routed wire length | `63700 um` |
| Hold Crit Class | `reg2reg` |
| Top cell excl fill/tap | `dfxtp_1` |
| Hold_sp | `fx[31]$_SDFFE_PN0P_` |
| Comb power frac | `13.9%` |
| Final Setup Violations | `0` |
| RSZ-0062 raised after global routing | `false` |
| Max Cap Viol | `0` |
| Pwr Density | `69.1 nW/um2` |
| Worst R2R Start | `config_OX0[0]$_SDFFE_PN0P_` |
| Hold Buf Count CTS | `0` |
| Top cells by area | `dfxtp_1, mux2i_1, xnor2_1, fa_1, nor2b_1` |
| DR vias/cell | `5.52` |
| Fp_density | `50.7%` |
| Count of tool warnings | `97` |
| Full die area | `51700 um2` |
| Initial DRT Pass Iterations | `7` |
| Ys Warns | `1` |
| RR Endpoint | `ic1[18]$_SDFFE_PN0P_` |
| Syn Inst Count | `3009` |
| Comb gate area | `17300 um2` |
| # DRC | `0` |
| Worst Skew | `0.0192 ns` |
| Clk ins delay skew pair | `0.57 ns` |
| RD Place Congestion | `0.915` |
| Post-synth seq share | `27.1%` |
| CTS-repair resized insts | `0` |
| CTS Buf Count | `42` |
| CTS tree | `yes` |
| CP arrival | `9.93 ns` |
| I/O pin count | `268` |
| DRT antenna net count | `0` |
| Lkg Pwr | `11.5 nW` |
| Dominant register cell in the synthesized netlist | `dfxtp_1` |
| Fillcell total | `4331` |
| Flop area | `6890 um2` |
| Reg2reg path depth | `14` |
| Via Count | `21000` |
| Sequential power share | `40.1%` |
| CTS clk-pin slew, worst paths | `0.06 ns` |
| Largest net degree at the start of global routing | `83` |
| WS Path Type | `reg2out` |
| Final hold slack | `0.486 ns` |
| Drt wl/cell | `16.7 um` |
| P_sw | `0.520 mW` |
| FFs w/ async S/R, synth | `0%` |
| Ant diodes | `0` |
| Ys cells | `3009` |
| Setup crit start | `oy0[4]$_SDFFE_PN0P_` |
| Die Width | `227 um` |
| Sw Ratio | `25.6%` |
| # port buffers | `195` |
| # rows | `82` |
| Number of setup buffers added after CTS | `0` |
| CTS root buf | `clkbuf_16` |
| Synthesized area | `25400 um2` |
| Layout area overhead | `15.5%` |
| Internal power | `1.51 mW` |
| Cell taking the most area after synthesis | `dfxtp_1` |
| Power, Total | `2.03 mW` |
| Max-area cell share | `27.1%` |
| Worst EP required | `14.72 ns` |
| Top Layout Cells | `dfxtp_1, xnor2_1, mux2i_1` |
| Cell Type Count | `82` |
| Clock share of power | `46.0%` |
| Die Y-Extent | `227 um` |
| Hold Crit Depth | `2` |
| Core Area | `50200 um2` |
| Critical Path Source Type | `flip-flop` |
| CP Capture Type | `output port` |
| Yosys Chip Area | `25400 um2` |
| Flops & latches, synth | `344` |
| H-tree depth | `2` |
| Layout cell share with drive strength beyond 1 | `4.24%` |
| Worst-margin pin slew | `0.776 ns` |
| Vias in the first global route | `19600` |
| Final Hold Viols | `0` |
| GRT Total Usage | `25.7%` |
| R2R Setup Slk | `12.83 ns` |
| Hpwl dp | `48000 um` |
| Final Util | `58.5%` |
| Max-slew violations | `0` |
| Initial antenna violation count | `2` |
| CTS Buffer Depth | `3` |
| Max-slew headroom | `47.8%` |
| Number of enable flip-flop cells | `0` |
| Hold Path End | `fx[31]$_SDFFE_PN0P_` |
| Fmax | `0.0735 GHz` |
| Period minus WS final | `13.61 ns` |
| Total gr overflow | `0` |
| Mean area per synthesized cell | `8.45 um2` |
| Setup TNS | `0 ns` |
| Worst VDD drop | `0.0000688 V` |
| Tcrit/Tclk final | `74.0%` |
cell families (layout without fill, tap and decap cells):
logic type | count (synthesis) | in the layout | synth area share (%)
flops | 344 | 344 | 27.1
mux | 208 | 208 | 8.21
buf+inv | 314 | 444 | 4.72
simple gates | 1271 | 1271 | 27.9
xor+xnor | 346 | 346 | 12.0
fa+ha+maj | 185 | 185 | 11.6
compound gates | 341 | 341 | 8.45
synth_stat cells, types with 78 or more instances:
master,instances
nor3_1,78
a21oi_1,99
fa_1,85
o21ai_0,90
nand3_1,101
clkbuf_1,137
ha_1,100
and2_1,118
or3_1,92
nor2b_1,203
dfxtp_1,344
mux2i_1,205
xor2_1,127
nand2_1,176
nor2_1,176
inv_1,144
xnor2_1,218
cell type report:
class                           count  share of cell area, %
Multi-Input combinational cell   2351                   59.1
Sequential cell                   344                   23.5
Timing Repair Buffer              222                   7.39
Clock buffer                       61                   4.38
Tap cell                          672                   2.86
Inverter                          144                   1.84
Clock inverter                     17                  0.997
flip-flops by register name (all words and copies together), names as in the netlist:
| signal | cells |
|---|---|
| config_OY0 | 32 |
| config_IC1 | 32 |
| config_FY | 32 |
| oy0 | 32 |
| config_IY0 | 8 |
| ox0 | 32 |
| config_FX | 32 |
| ic1 | 32 |
| config_IX0 | 8 |
| config_STRIDE | 8 |
| fx | 32 |
| config_OX0 | 32 |
| fy | 32 |
worst max-delay path by stage:
stage	endpoint	slack, ns	cells after the start
6_report	addr[7]	4.79	27
5_1_grt	addr[7]	4.23	27
4_1_cts	addr[7]	4.66	27
worst max-delay path, cell delays in order, from the launching register on:
cell	delay, ns
dfxtp_1	0.68
nand2_1	0.16
fa_1	0.54
fa_1	0.52
fa_1	0.55
inv_1	0.04
ha_1	0.27
ha_1	0.30
ha_1	0.31
ha_1	0.33
xnor2_1	0.29
and2_1	0.18
ha_1	0.24
fa_1	0.53
fa_1	0.45
fa_1	0.55
inv_1	0.06
fa_1	0.50
fa_1	0.52
fa_1	0.55
inv_1	0.05
ha_1	0.31
a21oi_1	0.23
xnor2_1	0.18
xnor2_1	0.16
xnor2_1	0.16
xnor2_1	0.16
clkdlybuf4s50_1	0.56
through the flow:
step	setup WS, ns	std cells	cell area (um2)
2_1_floorplan	6.44	3009	25400
3_3_place_gp	5.31	3733	27800
3_5_place_dp	5.29	3733	27800
4_1_cts	4.66	3811	29400
5_1_grt	4.23	3811	29400
6_report	4.79	3811	29400
metal layers:
metal	share of wire, %	track usage, %	vias to the layer above	wire (um)
li1	-	-	10700	-
met4	2.1	4.78	4	1350
met5	0.041	0	-	26
met3	4.9	4.30	77	3130
met1	48	39.4	9836	30500
met2	45	39.5	441	28700
power by group through the flow:
stage                 logic, mW  registers, mW  clock network (mW)
after CTS                 0.283          0.813               0.955
after global routing      0.311          0.818               0.986
final                     0.282          0.813               0.933
Power and IR drop assume default switching activity.
