===== ./design.v =====
module accum_sys_arr_read_addr_gen
#(
  parameter COUNTER_WIDTH = 32,
  parameter NUM_PARAMS = 8,
  parameter BANK_ADDR_WIDTH = 8
)(
  input clk,
  input rst_n,
  input addr_enable,
  output [BANK_ADDR_WIDTH - 1 : 0] addr,
  input config_enable,
  input [COUNTER_WIDTH*NUM_PARAMS - 1 : 0] config_data
);
  reg [COUNTER_WIDTH - 1 : 0] config_OX0, config_OY0;
  always @ (posedge clk) begin
    if (rst_n) begin
      if (config_enable) begin
        {config_OX0, config_OY0} <= config_data;
      end
    end else begin
      {config_OX0, config_OY0} <= 0;
    end
  end
  reg [COUNTER_WIDTH - 1 : 0] ox0, oy0;
  wire [COUNTER_WIDTH - 1 : 0] addrc;
  always @ (posedge clk) begin
    if (rst_n) begin
      if (addr_enable) begin
        ox0 <=  (ox0 == config_OX0 - 1) ?
          0 : ox0 + 1;
        oy0 <=  (ox0 == config_OX0 - 1) ?
          ((oy0 == config_OY0 - 1) ? 0 : oy0 + 1) : oy0;
      end
    end else begin
      ox0 <= 0;
      oy0 <= 0;
    end
  end
  assign addrc = oy0 * config_OX0 + ox0;
  assign addr = addrc[BANK_ADDR_WIDTH - 1 : 0];
endmodule

===== ./run.sh =====
#!/bin/bash
# OpenROAD 26Q1-2900-gdf79404cd8, Yosys 0.63+post, stock flow scripts
make -C /OpenROAD-flow-scripts/flow DESIGN_CONFIG=/design/flow/config.mk WORK_HOME=/design/flow/orfs finish

===== ./config.mk =====
export PLATFORM = sky130hd
export DESIGN_NAME = accum_sys_arr_read_addr_gen
export DESIGN_NICKNAME = accum_sys_arr_read_addr_gen
export VERILOG_FILES = /design/flow/design.v
export SDC_FILE = /design/flow/constraint.sdc
export NUM_CORES = 4
export LEC_CHECK = 1
export CORE_UTILIZATION = 40

===== ./constraint.sdc =====
current_design accum_sys_arr_read_addr_gen

set clk_period 15.7
set clk_io_pct 0.2

create_clock -name clk0 -period $clk_period [get_ports {clk}]

set non_clock_inputs [all_inputs -no_clocks]
set_input_delay [expr $clk_period * $clk_io_pct] -clock clk0 $non_clock_inputs
set_output_delay [expr $clk_period * $clk_io_pct] -clock clk0 [all_outputs]

==> ci_impl_report.md <==
## Implementation flow summary

| Metric | Value |
|---|---|
| Die height | `150 um` |
| First-pass GRT wire length | `35.1 mm` |
| Syn Inst Count | `1041` |
| TritonCTS Sinks | `128` |
| Root buf cell | `clkbuf_16` |
| CP arrival | `4.71 ns` |
| N_diodes | `0` |
| Cell count in the Yosys report | `1041` |
| IO buf count | `75` |
| Critical path cell sequence | `nand2_1 > fa_1 > inv_1 > ha_1 > ha_1 > inv_1 > fa_1 > inv_1 > ha_1 > fa_1 > a21o_1 > a21oi_1 > xnor2_1 > xnor2_1 > clkdlybuf4s50_1` |
| Count leader, synth | `dfxtp_1` |
| 1st-iter DRT viols | `445` |
| Main flop type | `dfxtp_1` |
| Register area share after synthesis | `29.1%` |
| Peak supply drop | `0.0685 mV` |
| Total tool warning count | `217` |
| Worst Reg-to-Reg Cells | `11` |
| Clock transition at the registers of the reported paths | `0.06 ns` |
| Fin worst setup slack | `7.85 ns` |
| Area delta synth->final | `17.3%` |
| Crit start category | `flop` |
| Yosys Chip Area | `8810 sq um` |
| Mapped cell area | `8810 sq um` |
| WL final | `21.3 mm` |
| Period utilization | `50.0%` |
| Max Clock Skew | `0.0118 ns` |
| Dpl hpwl | `15.5 mm` |
| Reg-to-reg endpoint | `ox0[30]$_SDFFE_PN0P_` |
| Most instantiated cells after synthesis | `128 x dfxtp_1, 98 x nor2_1, 98 x xnor2_1, 69 x mux2i_1, 69 x nor2b_1` |
| Worst path slowest cell | `dfxtp_1` |
| H-tree levels | `4` |
| Final-layout fill cell count | `2048` |
| Vias in the first global route | `6801` |
| Final hold viol count | `0` |
| CP startpoint | `oy0[2]$_SDFFE_PN0P_` |
| R2R Setup Slk | `10.65 ns` |
| DRT antenna net count | `0` |
| Fin Setup TNS | `0 ns` |
| EDFF count, synth | `0` |
| Launch point of the worst reg-to-reg path | `config_OX0[1]$_SDFFE_PN0P_` |
| Total GRT Usage | `20.1%` |
| Via count | `7275` |
| GRT Residual Overflow | `0` |
| Clk latency of the worst-skew pair | `0.42 ns` |
| Row count | `53` |
| CP Max Fanout | `16` |
| Die Area | `22600 sq um` |
| Worst-Margin Slew | `0.892 ns` |
| Outcome | `complete, no violations` |
| Top-Level Pins | `268` |
| Maximum clock path buffer count | `2` |
| Power Density | `87.5 nW/um^2` |
| Largest net degree at the start of global routing | `74` |
| Worst Hold Class | `reg2reg` |
| Core Util, Final | `48.6%` |
| Core ar. | `21300 sq um` |
| Num CTS Buffers | `17` |
| TritonCTS clock tree | `built` |
| Warnings, synthesis | `1` |
| Slew Viols, Final | `0` |
| Max cap viols | `0` |
| Critical Path RT | `12.56 ns` |
| Synth unique cells | `69` |
| Synth area leader | `dfxtp_1` |
| Dominant cell area share | `29.1%` |
| Synthesis-stage register bit count | `128` |
| FMAX | `0.127 GHz` |
| P_leak | `3.99 nW` |
| Layout cells sized above 1 | `5.64%` |
| Critical path's largest stage delay | `0.67 ns` |
| Crit path to | `addr[7]` |
| Critical Path Sink Type | `output port` |
| Pre-Place Util | `41.4%` |
| Final setup violation count | `0` |
| Die x size | `150 um` |
| WL/cell | `15.5 um` |
| Largest cells by area after synthesis | `dfxtp_1 29%, xnor2_1 9.7%, mux2i_1 7.8%` |
| GP Congestion | `0.879` |
| CTS Hold Bufs | `0` |
| Avg Cell Area, Syn | `8.47 sq um` |
| RSZ-0062 raised after global routing | `no` |
| Residual DRC | `0` |
| # Post-CTS Setup Buffers | `0` |
| Post-synth ARST share | `0%` |
| Vias per cell | `5.29` |
| Place WS | `8.26 ns` |
| Crit path kind | `reg2out` |
| Worst slew margin | `40.6%` |
| Post-cts resize count | `0` |
| Minimum clock period | `7.85 ns` |
| Antenna violations before repair | `0` |
| Drt first pass iters | `5` |
## cell usage in the layout, fill, tap and decap left out, drive strengths merged, types with 3 or more instances in the layout
master,n
clkbuf,17
o22ai,6
nand2b,4
nor3b,4
ha,21
xnor2,98
nand2,61
fa,18
nand3,32
dfxtp,128
and4,12
o31ai,3
a31oi,5
and2,20
nor2b,69
clkinv,5
buf,10
bufinv,3
clkdlybuf4s50,73
a21o,6
nor4b,7
or4b,3
o2111ai,4
nand3b,3
xor2,52
or3,22
or4,19
or2,5
nor4,20
a21oi,25
nand4,26
o21ai,21
nor3,36
inv,43
o211ai,3
and3,24
mux2i,69
nor2,99
## worst min-delay path by stage
stage / from / end / depth (start not counted)
6_report: oy0[31]$_SDFFE_PN0P_ / oy0[31]$_SDFFE_PN0P_ / 2
4_1_cts: oy0[31]$_SDFFE_PN0P_ / oy0[31]$_SDFFE_PN0P_ / 2
5_1_grt: oy0[31]$_SDFFE_PN0P_ / oy0[31]$_SDFFE_PN0P_ / 2
## routing by layer
metal  routed length [um]  up-vias  track usage, %
li1                     -     3714               -
met1                10900     3392            31.8
met2                 9310      153            30.4
met3                  882       16            2.97
met4                  207        0            1.87
met5                    0        -               0
## where the power goes
part / total (mW) / internal (mW) / switching (mW)
Clock: 0.420 / 0.255 / 0.165
Combinational: 0.133 / 0.0636 / 0.0689
Sequential: 0.352 / 0.335 / 0.0173
Total: 0.905 / 0.654 / 0.251
## state kept, by name, summed over array words and instances (netlist names)
signal / count
ox0: 32
config_OX0: 32
oy0: 32
config_OY0: 32
## area by class of cell
| class | instances | area, sq um | area share [%] |
|---|---|---|---|
| Multi-Input combinational cell | 820 | 5870 | 56.8 |
| Inverter | 37 | 139 | 1.34 |
| Tap cell | 275 | 344 | 3.33 |
| Timing Repair Buffer | 83 | 803 | 7.77 |
| Clock buffer | 17 | 425 | 4.11 |
| Sequential cell | 128 | 2560 | 24.8 |
| Clock inverter | 15 | 198 | 1.91 |
## through the flow
stage	cell area (sq um)	std cells	hold WS, ns	power (mW)
after CTS	10300	1375	0.505	0.912
after global placement	9720	1343	0.488	0.490
after floorplan	8810	1041	0.470	0.446
final	10300	1375	0.502	0.905
after global routing	10300	1375	0.520	0.942
after detailed placement	9720	1343	0.490	0.491
## worst max-delay path: cells and delay by family (launching register included)
family / cells / cell delay (ns)
xor+xnor: 2 / 0.29
compound gates: 2 / 0.35
simple gates: 1 / 0.15
buf+inv: 4 / 0.61
flops: 1 / 0.67
fa+ha+maj: 6 / 2.22
## cell families (layout without fill, tap and decap cells)
group	Yosys count	in the layout	share of synthesized area (%)
AND/OR/NAND/NOR	470	470	29.7
XOR/XNOR	150	150	14.9
flip-flops	128	128	29.1
buffers and inverters	93	152	4.44
adder cells (fa/ha/maj)	39	39	7.07
AND-OR/OR-AND	92	92	6.94
multiplexers	69	69	7.84
No activity file was given, so power comes from the tool's default toggle rates.
